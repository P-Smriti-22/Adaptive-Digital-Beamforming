==> ./design.v <==
`timescale 1ns / 1ps
module delay_unit_D2(clk, dinI, dinQ, doutI, doutQ);
    input clk;    
    input signed [17:0] dinI, dinQ;
    output reg signed [17:0] doutI = 0;
    output reg signed [17:0] doutQ = 0;  
    reg signed [17:0] I1 = 0,Q1 = 0;
    always @(posedge clk)
        begin
        I1 <= dinI; doutI <=I1;
        Q1 <= dinQ; doutQ <=Q1;
        end 
endmodule
==> ./run.sh <==
#!/bin/bash
# OpenROAD 26Q1-2900-gdf79404cd8, Yosys 0.63+post, stock flow scripts
make -C /OpenROAD-flow-scripts/flow DESIGN_CONFIG=/design/flow/config.mk WORK_HOME=/design/flow/orfs finish
==> ./config.mk <==
export PLATFORM = sky130hd
export DESIGN_NAME = delay_unit_D2
export DESIGN_NICKNAME = delay_unit_D2
export VERILOG_FILES = /design/flow/design.v
export SDC_FILE = /design/flow/constraint.sdc
export NUM_CORES = 4
export LEC_CHECK = 1
export CORE_AREA = 10 10 103 103
export DIE_AREA = 0 0 113 113
==> ./constraint.sdc <==
current_design delay_unit_D2

set clk_period 1.0
set clk_io_pct 0.2

create_clock -name clk0 -period $clk_period [get_ports {clk}]

set non_clock_inputs [all_inputs -no_clocks]
set_input_delay [expr $clk_period * $clk_io_pct] -clock clk0 $non_clock_inputs
set_output_delay [expr $clk_period * $clk_io_pct] -clock clk0 [all_outputs]
==> ci_impl_report.md <==
## Synthesis and layout report

| Metric | Value |
|---|---|
| Critical path capture point | doutQ[17] |
| H-Tree Level Count | 3 |
| Unique masters post-synth | 1 |
| Fraction of post-synthesis cell area in the top cell type by area | 100% |
| Cell Count, Final, Fillers Out | 265 |
| Final Total Pwr | 5.18 mW |
| Residual DRC count | 0 |
| Dominant logic cell type in the layout | dfxtp_1 |
| Max-cap violations | 0 |
| Tally of yosys warning messages | 1 |
| Number of global-route vias before repair | 900 |
| Portion of the clock cycle consumed by the worst path in the final layout | 95.3% |
| Detailed-router iteration count before antenna repair | 3 |
| Kind of capture point of the worst setup path | output pin |
| Chip area in the Yosys report | 1440 um2 |
| Ports placed on the boundary | 73 |
| Standard cell with the maximum stage delay on the critical path | dfxtp_2 |
| Fill cells | 855 |
| Antenna violations before repair | 0 |
| Sequential-to-total area share from yosys stat | 100% |
| Outcome | completed |
| Design area | 2290 um2 |
| Clock tree sinks | 72 |
| CTS resizes | 116 |
| Startpoint type of the worst setup path | flop |
| Diode count | 0 |
| Average routed wire per standard cell | 12.1 um |
| Post-place instance area | 2290 um2 |
| Setup CP Type | reg2out |
| Leak | 0.974 nW |
| Longest individual stage delay on the worst path | 0.32 ns |
| Worst supply voltage drop on vdd | 0.000579 V |
| First-pass GRT wire length | 4.95 mm |
| Number of warning messages in the logs | 26 |
| Number of port buffers | 72 |
| Proportion of layout cells with a drive suffix above 1 | 34.4% |
| Drt first-iter violations | 6 |
| Biggest fanout along the worst timing path | 1 |
| Clock-pin slew on the worst setup and hold paths | 0.07 ns |
| Max transition margin | 93.1% |
| Total via count after detailed routing | 788 |
| Clock root buffer | clkbuf_8 |
| Inserted Clock Buffers | 9 |
| Post-synthesis to final-layout area growth | 58.7% |
| Final Hold Violating Endpoints | 0 |
| Count of cell instances traversed by the critical path | 1 |
| Flop area | 1450 um2 |
| Pre-CTS WS | 0.00220 ns |
| Slack of the critical path | 0.0465 ns |
| Cell class contributing the biggest share of worst-path delay | flip-flops |
| Setup TNS after final layout | 0 ns |
| Placed insts | 249 |
| Most instantiated logic cells after routing | dfxtp_1, clkdlybuf4s50_1, buf_2 |
| Congestion Overflow GR | 0 |
| Area leader, netlist | dfxtp_1 |
| Final core utilization | 27.6% |
| Period minus WS final | 0.953 ns |
| CTS tree | built |
| Startpoint of the lowest-slack register-to-register path | Q1[5] |
| Slew of the pin with the lowest slew margin | 0.104 ns |
| Gate Count Post-Synth | 72 |
| End of the worst register-to-register path | doutQ[5] |
| Count of cells along the worst register-to-register path | 0 |
| Endpoints failing setup | 0 |
| Worst hold slack after final layout | 0.308 ns |
| Final-report max-slew violation count | 0 |
| Total number of placement rows | 33 |
| Critical path data required time | 0.80 ns |
| Hold/Removal Path Class | in2reg |
| Overall fraction of global-route tracks in use | 4.89% |
| PwrDens | 2260 nW/um2 |
| Post-Route WL | 3.21 mm |
| Number of cell instances after yosys synthesis | 72 |
| Number of synthesized register bits | 72 |
| Post-synth area hogs | dfxtp_1 |
| Pre-placement core utilization | 17.4% |
| Floorplan die height | 113 um |
| Drt via density | 2.97 |
| Chip Footprint | 12,800 um2 |
| Buf/Inv on CP | 1 |
| Routability congestion estimate | 0.637 |
| Core region area | 8300 um2 |
| Flop2flop setup slack | 0.59 ns |
| Detail Route Antenna Nets | 0 |
| Critical path cell sequence | buf_2 |
| Hold-fix buffers, CTS | 0 |
| Die span in x | 113 um |
| Pin count of the biggest net entering global routing | 12 |
| Data arrival time of the critical path | 0.75 ns |
| Clock tree buffer depth | 2 |
| Combined area of the multi-input logic cells | 0 um2 |
| Avg Inst Size Synth | 20.0 um2 |
| Maximum clock frequency | 1.05 GHz |
| Buffers inserted during post-CTS setup optimization | 0 |
| Synth Cell Area | 1440 um2 |
| Unrepaired setup endpoints after global routing | yes |
| Final HPWL from detailed placement | 2.52 mm |
| Latest clock arrival within the worst-skew pair | 0.33 ns |
| Number of combinational gates with multiple inputs | 0 |
| Worst clock skew on the final layout | 0.00505 ns |
| Source of the critical timing path | doutQ[17] |
==> cell families after synthesis <==
logic type  Yosys count  share of synthesized area, %
flops                72                           100
==> worst min-delay path by stage <==
stage                 startpoint    end  slack, ns  depth (start not counted)
after CTS                dinQ[0]  Q1[0]       0.28                          1
after global routing     dinQ[6]  Q1[6]       0.27                          1
final                    dinQ[1]  Q1[1]       0.31                          1
==> power breakdown <==
group	internal (mW)	switching [mW]	leakage (nW)	total [mW]
clock network	0.963	0.960	0.0834	1.92
logic	0.167	0.0326	0.282	0.200
registers	3.02	0.0314	0.608	3.05
total	4.15	1.02	0.974	5.18
==> layer usage <==
| layer | wire length [um] | global-route usage, % | share of wire [%] |
|---|---|---|---|
| met5 | 0 | 0 | 0 |
| met2 | 1520 | 7.95 | 47 |
| met3 | 421 | 3.58 | 13 |
| met4 | 54 | 1.18 | 1.7 |
| met1 | 1210 | 4.94 | 38 |
==> layout make-up <==
| cell class | count | area share [%] |
|---|---|---|
| Clock inverter | 3 | 0.766 |
| Clock buffer | 13 | 6.51 |
| Timing Repair Buffer | 72 | 23.6 |
| Sequential cell | 72 | 63.3 |
| Tap cell | 105 | 5.74 |
==> sequential cells by signal, indices dropped and copies added (netlist names) <==
signal and cells:
doutQ 18, doutI 18, I1 18, Q1 18
==> synthesized netlist by cell type <==
cell,n
dfxtp_1,72
Power and IR drop assume default switching activity.
